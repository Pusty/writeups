<file path="design/flow/run.sh">
#!/bin/bash
# OpenROAD 26Q1-2900-gdf79404cd8, Yosys 0.63+post, stock flow scripts
make -C /OpenROAD-flow-scripts/flow DESIGN_CONFIG=/design/flow/config.mk WORK_HOME=/design/flow/orfs finish
</file>
<file path="design/flow/config.mk">
export PLATFORM = sky130hd
export DESIGN_NAME = fsmir
export DESIGN_NICKNAME = fsmir
export VERILOG_FILES = /design/flow/design.v
export SDC_FILE = /design/flow/constraint.sdc
export NUM_CORES = 4
export LEC_CHECK = 1
export CORE_AREA = 10 10 96 96
export DIE_AREA = 0 0 106 106
</file>
<file path="design/flow/constraint.sdc">
current_design fsmir

set clk_period 4.3
set clk_io_pct 0.2

create_clock -name clk0 -period $clk_period [get_ports {clk}]

set non_clock_inputs [all_inputs -no_clocks]
set_input_delay [expr $clk_period * $clk_io_pct] -clock clk0 $non_clock_inputs
set_output_delay [expr $clk_period * $clk_io_pct] -clock clk0 [all_outputs]
</file>
<file path="design/flow/design.v">
module fsmir (
	input              clk   ,
	input        [7:0] di    ,
	output logic [7:0] c     ,
	output             solved
);
	initial c = 8'b0;
	assign solved = c == 8'd59;
	always @(posedge clk) begin
		c <= 8'b0;
		case (c)
			8'b1001: if((di ^ c) == 8'b1110000) c <= 8'b1010;
			8'b101001: if((di ^ c) == 8'b1010000) c <= 8'b101010;
			8'b11100: if((di ^ c) == 8'b1101000) c <= 8'b11101;
			8'b1010: if((di ^ c) == 8'b1111001) c <= 8'b1011;
			8'b1100: if((di ^ c) == 8'b1101001) c <= 8'b1101;
			8'b110000: if((di ^ c) == 8'b1011001) c <= 8'b110001;
			8'b111001: if((di ^ c) == 8'b110) c <= 8'b111010;
			8'b11000: if((di ^ c) == 8'b1000111) c <= 8'b11001;
			8'b11110: if((di ^ c) == 8'b1011101) c <= 8'b11111;
			8'b10: if((di ^ c) == 8'b1110001) c <= 8'b11;
			8'b10100: if((di ^ c) == 8'b1110011) c <= 8'b10101;
			8'b101011: if((di ^ c) == 8'b1000101) c <= 8'b101100;
			8'b10000: if((di ^ c) == 8'b1100010) c <= 8'b10001;
			8'b101010: if((di ^ c) == 8'b1110101) c <= 8'b101011;
			8'b100111: if((di ^ c) == 8'b1001001) c <= 8'b101000;
			8'b10111: if((di ^ c) == 8'b1100100) c <= 8'b11000;
			8'b11: if((di ^ c) == 8'b1110111) c <= 8'b100;
			8'b1111: if((di ^ c) == 8'b1101010) c <= 8'b10000;
			8'b101101: if((di ^ c) == 8'b1011001) c <= 8'b101110;
			8'b101000: if((di ^ c) == 8'b1001011) c <= 8'b101001;
			8'b101: if((di ^ c) == 8'b1010001) c <= 8'b110;
			8'b110110: if((di ^ c) == 8'b1010001) c <= 8'b110111;
			8'b1110: if((di ^ c) == 8'b1011000) c <= 8'b1111;
			8'b100010: if((di ^ c) == 8'b1010110) c <= 8'b100011;
			8'b100101: if((di ^ c) == 8'b1000011) c <= 8'b100110;
			8'b100: if((di ^ c) == 8'b1000111) c <= 8'b101;
			8'b10010: if((di ^ c) == 8'b1111110) c <= 8'b10011;
			8'b1101: if((di ^ c) == 8'b1100000) c <= 8'b1110;
			8'b110001: if((di ^ c) == 8'b1011110) c <= 8'b110010;
			8'b110101: if((di ^ c) == 8'b1011100) c <= 8'b110110;
			8'b110011: if((di ^ c) == 8'b1101100) c <= 8'b110100;
			8'b101111: if((di ^ c) == 8'b1011011) c <= 8'b110000;
			8'b1: if((di ^ c) == 8'b1110100) c <= 8'b10;
			8'b11001: if((di ^ c) == 8'b1110011) c <= 8'b11010;
			8'b100000: if((di ^ c) == 8'b1010111) c <= 8'b100001;
			8'b100011: if((di ^ c) == 8'b1001011) c <= 8'b100100;
			8'b100100: if((di ^ c) == 8'b1111011) c <= 8'b100101;
			8'b110111: if((di ^ c) == 8'b1011111) c <= 8'b111000;
			8'b100001: if((di ^ c) == 8'b1001000) c <= 8'b100010;
			8'b11101: if((di ^ c) == 8'b1000010) c <= 8'b11110;
			8'b110: if((di ^ c) == 8'b1000000) c <= 8'b111;
			8'b1000: if((di ^ c) == 8'b1011011) c <= 8'b1001;
			8'b110010: if((di ^ c) == 8'b1011100) c <= 8'b110011;
			8'b10011: if((di ^ c) == 8'b1111100) c <= 8'b10100;
			8'b100110: if((di ^ c) == 8'b1000111) c <= 8'b100111;
			8'b111010: if((di ^ c) == 8'b1000111) c <= 8'b111011;
			8'b10001: if((di ^ c) == 8'b1111000) c <= 8'b10010;
			8'b10101: if((di ^ c) == 8'b1001010) c <= 8'b10110;
			8'b0: if((di ^ c) == 8'b1101010) c <= 8'b1;
			8'b111000: if((di ^ c) == 8'b1001100) c <= 8'b111001;
			8'b110100: if((di ^ c) == 8'b1000110) c <= 8'b110101;
			8'b1011: if((di ^ c) == 8'b1111111) c <= 8'b1100;
			8'b11011: if((di ^ c) == 8'b1101000) c <= 8'b11100;
			8'b11111: if((di ^ c) == 8'b1000000) c <= 8'b100000;
			8'b101110: if((di ^ c) == 8'b1001111) c <= 8'b101111;
			8'b10110: if((di ^ c) == 8'b1111111) c <= 8'b10111;
			8'b11010: if((di ^ c) == 8'b1101111) c <= 8'b11011;
			8'b111: if((di ^ c) == 8'b1111100) c <= 8'b1000;
			8'b101100: if((di ^ c) == 8'b1000011) c <= 8'b101101;
			default   : c <= 8'b0;
		endcase
	end
endmodule
</file>
==> impl_report.txt <==
RUN METRICS
----------------------------------------------------
[Timing]
  Number of hold violations in the final report ........................ 0
  Transition at the pin with the smallest max-transition slack ........................ 1.06 ns
  Final Skew ........................ 0.00392 ns
  Worst slew margin relative to its limit ........................ 28.4%
  Setup violations, final ........................ 0
  Aggregate negative setup slack ........................ 0 ns
  Final Worst Setup Slack ........................ 1.09 ns
  Final number of max-transition violations ........................ 0
  Setup repair after global routing missed its margin ........................ false
  Top achievable clock speed ........................ 311 MHz
  Clock period minus final worst setup slack ........................ 3.21 ns
  Crit share post-route ........................ 74.7%

[Run]
  Count of tool warnings ........................ 25
  Maximum capacitance violations ........................ 0

[CTS]
  Hold Buf Count CTS ........................ 0
  Latest clock arrival within the worst-skew pair ........................ 0.23 ns
  Max H-tree Level ........................ 1
  Largest buffer count on any clock path ........................ 2
  Cell at the root of the clock tree ........................ sky130_fd_sc_hd__clkbuf_8
  Count of clock tree sinks ........................ 6
  Post-CTS setup buffers ........................ 0
  TritonCTS Buffers ........................ 3
  Total of cells resized after clock tree synthesis ........................ 0
  Clock transition at path regs ........................ 0.04 ns
  Clock tree from TritonCTS ........................ done

[Power]
  PwrDens ........................ 106 nW/µm²
  Static Leakage ........................ 0.559 nW
  Proportion of power drawn by the clock network ........................ 44.7%
  Flop pwr share ........................ 28.2%
  Proportion of total power due to net switching ........................ 32.8%
  Peak supply drop ........................ 0.0000574 V
  Logic pwr share ........................ 27.1%
  Internal power contribution ........................ 0.000134 W
  Net switching power ........................ 0.0000651 W

[Yosys]
  Synth warn ........................ 1
  Synthesized area divided by synthesized cell count ........................ 6.73 µm²
  Share of the yosys chip area belonging to registers ........................ 7.66%
  Number of synthesized flops with an enable pin ........................ 0
  Yosys chip area ........................ 1570 µm²
  Main flop type after synthesis ........................ sky130_fd_sc_hd__dfxtp_1
  Unique masters post-synth ........................ 56
  Cell total in the yosys stat output ........................ 233
  Number of synthesized register bits ........................ 6
  Proportion of register bits with asynchronous set or reset after synthesis ........................ 0%
  Post-Syn Instances ........................ 233
  Summed instance area of the synthesized netlist ........................ 1570 µm²

[Final layout]
  Most common logic cell in the routed design ........................ sky130_fd_sc_hd__nand2_1
  Fill count ........................ 809
  Biggest registers after layout ........................ c: 6 flops
  Tally of non-filler cells in the final layout ........................ 345
  Most used cells in the layout excluding fill and tap cells ........................ sky130_fd_sc_hd__nand2_1, sky130_fd_sc_hd__nor2_1, sky130_fd_sc_hd__nor4_1, sky130_fd_sc_hd__clkdlybuf4s50_1, sky130_fd_sc_hd__nand3_1
  Combinational cell area excluding buffers and inverters ........................ 1370 µm²
  Number of flip-flops in the largest register ........................ 6
  Fraction of final layout cells with drive strength greater than 1 ........................ 8.54%
  Sequential standard cell area ........................ 120 µm²
  Biggest register ........................ c
  Area growth from synthesis to layout ........................ 20.0%

[Setup path]
  Worst Setup Start Kind ........................ input pin
  Worst path depth ........................ 7
  Cells along the critical path ........................ clkdlybuf4s50_1 -> xor2_1 -> or3_1 -> a211oi_1 -> a311o_1 -> nand4bb_1 -> or4b_1
  Register-to-Register Path Depth ........................ 6
  Endpoint class of the critical path ........................ flip-flop
  Worst-path cell with the longest stage delay ........................ sky130_fd_sc_hd__clkdlybuf4s50_1
  Buf/Inv on CP ........................ 1
  Delay contributed by the slowest stage of the critical path ........................ 0.60 ns
  Setup Crit Path Kind ........................ in -> reg
  Crit-path max FO ........................ 7
  Critical path's top delay family ........................ simple AND/OR/NAND/NOR gates
  Endpoint arrival time on the critical path ........................ 3.30 ns
  Worst endpoint required time ........................ 4.39 ns

[Global route]
  Antenna violations before repair ........................ 0
  Global-route wire length before repair ........................ 12300 µm
  Global router's overall resource usage ........................ 13.8%
  Vias in the first global route ........................ 2070
  Largest net degree at the start of global routing ........................ 22
  Total gr overflow ........................ 0

[Detailed routing]
  Average detailed-routed wire length per instance ........................ 23.3 µm
  Initial detailed-routing violation count ........................ 221
  Pre-antenna DRT Iters ........................ 5
  Number of antenna diodes ........................ 0
  Routed vias/inst ........................ 6.40
  Count of nets left with antenna violations after detail routing ........................ 0
  Routed wire length ........................ 8060 µm
  Number of remaining DRC errors ........................ 0
  Vias post-DR ........................ 2209

[Die]
  Share of the core filled by cells before placement ........................ 21.7%
  Boundary Pins ........................ 18
  Area of the core region ........................ 7210 µm²
  Chip Area ........................ 11200 µm²
  Die width ........................ 106 µm
  Cell Rows ........................ 31
  Y dimension of the die ........................ 106 µm

[Place]
  Routability congestion estimate from global placement ........................ 1.06
  Worst slack at placement ........................ 0.914 ns
  Detailed Place HPWL ........................ 6340 µm
  Count of buffers from port buffering ........................ 15
  Placed instance count ........................ 342

[Hold path]
  Hold-critical path depth ........................ 3
  Tightest Hold Check Type ........................ reg -> reg

[Status]
  Outcome ........................ finished, final reports clean

----------------------------------------------------
## area by class of cell
class / count / area share [%]
Inverter: 2 / 0.399
Multi-Input combinational cell: 211 / 72.9
Sequential cell: 6 / 6.38
Tap cell: 99 / 6.58
Clock buffer: 3 / 2.19
Timing Repair Buffer: 24 / 11.6
## logic make-up after synthesis
family | after synthesis | synth area share (%)
compound gates | 38 | 18.0
xor+xnor | 8 | 7.58
buf+inv | 17 | 5.11
flops | 6 | 7.66
other cells | 1 | 0.239
simple gates | 163 | 61.5
## worst reg2reg max path, stage by stage, from the launching register on
cell and delay (ns):
sky130_fd_sc_hd__dfxtp_1 0.82, sky130_fd_sc_hd__xor2_4 0.25, sky130_fd_sc_hd__nand2_1 0.36, sky130_fd_sc_hd__nor4_1 0.13, sky130_fd_sc_hd__a311o_1 0.37, sky130_fd_sc_hd__nand4bb_1 0.21, sky130_fd_sc_hd__or4b_1 0.52
## synthesized netlist by cell type, drive strengths merged, types with 2 or more instances
cell type / number / area (µm²)
a2111oi: 2 / 17.5
nand4b: 3 / 26.3
o22ai: 4 / 25.0
nor4bb: 3 / 30.0
xnor2: 4 / 50.1
nand2: 30 / 113
or4b: 2 / 20.0
dfxtp: 6 / 120
nand3: 14 / 70.1
xor2: 4 / 68.8
nor3: 9 / 45.0
a21oi: 5 / 25.0
nor4b: 6 / 52.6
o31a: 2 / 17.5
o21ai: 3 / 15.0
buf: 9 / 50.0
nand4bb: 3 / 33.8
clkbuf: 6 / 22.5
nand2b: 4 / 25.0
and3: 6 / 37.5
a31oi: 2 / 12.5
inv: 2 / 7.51
nor3b: 2 / 15.0
o31ai: 2 / 15.0
nand4: 12 / 75.1
o2111ai: 3 / 26.3
nor2: 21 / 78.8
and2: 2 / 12.5
and4: 4 / 35.0
nor4: 22 / 150
nor2b: 6 / 37.5
or4: 3 / 22.5
a211oi: 4 / 30.0
or3: 5 / 31.3
a32oi: 2 / 17.5
nand3b: 2 / 15.0
## final timing paths
kind	start	to	slack [ns]
min	c[0]$_DFF_P_	c[4]$_DFF_P_	0.91
min reg2reg	c[0]$_DFF_P_	c[4]$_DFF_P_	0.91
max	di[3]	c[2]$_DFF_P_	1.09
max reg2reg	c[1]$_DFF_P_	c[2]$_DFF_P_	1.50
## per-stage QoR
stage,area (µm²),hold slack [ns],power [W],util [%]
after floorplan,1570,0.845,0.0000864,-
after global placement,1840,0.909,0.000111,25.5
after detailed placement,1840,0.883,0.000108,25.5
after CTS,1880,0.891,0.000198,26.1
after global routing,1880,0.952,0.000208,26.1
final,1880,0.907,0.000199,26.1
## power groups by stage
stage / Sequential, W / Clock, W / Combinational [W]
after CTS: 0.0000560 / 0.0000906 / 0.0000515
after global routing: 0.0000560 / 0.0000956 / 0.0000566
final: 0.0000560 / 0.0000889 / 0.0000537
## routing by layer
metal	vias up	part of all wire, %	global-route usage, %
met5	-	0	0
met4	0	6.8	7.64
met3	50	8.3	3.18
met2	180	45	21.6
li1	953	-	-
met1	1026	40	17.1
Power figures rest on the tool's default switching activity, not on a simulated workload.
